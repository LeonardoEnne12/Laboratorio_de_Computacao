==> design/flow/design.v <==
module Multiplex1(A, B, S, Y);
	input [31:0] A;  
	input [31:0] B;  
	input S;  
	output [31:0] Y; 
	assign Y = S ? A : B;
endmodule
==> design/flow/run.sh <==
#!/bin/bash
# OpenROAD 26Q1-2900-gdf79404cd8, Yosys 0.63+post, stock flow scripts
make -C /OpenROAD-flow-scripts/flow DESIGN_CONFIG=/design/flow/config.mk WORK_HOME=/design/flow/orfs finish
==> design/flow/config.mk <==
export PLATFORM = sky130hd
export DESIGN_NAME = Multiplex1
export DESIGN_NICKNAME = Multiplex1
export VERILOG_FILES = /design/flow/design.v
export SDC_FILE = /design/flow/constraint.sdc
export NUM_CORES = 4
export LEC_CHECK = 1
export CORE_AREA = 10 10 70 70
export DIE_AREA = 0 0 80 80
==> design/flow/constraint.sdc <==
current_design Multiplex1

set clk_period 1.0
set clk_io_pct 0.2

create_clock -name clk0 -period $clk_period

set non_clock_inputs [all_inputs -no_clocks]
set_input_delay [expr $clk_period * $clk_io_pct] -clock clk0 $non_clock_inputs
set_output_delay [expr $clk_period * $clk_io_pct] -clock clk0 [all_outputs]
==> flow_metrics.tcl <==
# place-and-route summary
set metrics [dict create \
    fin_hold_ws_ps 693 \
    vias 701 \
    ys_area_um2 544 \
    dp.final_hpwl_mm 2.39 \
    cp-startpoint "B[24]" \
    gp_congestion 0.758 \
    antenna_cells 0 \
    drt-total-wl_mm 2.78 \
    ctsHoldBuffers 0 \
    cp-start-kind "input port" \
    synth_cells 36 \
    overflow 0 \
    synth_top_cell_by_area "mux2_4" \
    final_cells 185 \
    synth_cell_type_count 4 \
    period_minus_slack_ps 1170 \
    nClkBuffers 0 \
    grt_pass1_wl_mm 3.97 \
    num_rows 21 \
    critPathMaxFanout 1 \
    slowest_delay_ps 390 \
    yosysWarnings 0 \
    drt-vias-per-instance 3.79 \
    post_drt_wl_per_cell_um 15.0 \
    place_inst 177 \
    synth_top_area_share 0.828 \
    dpl_cell_area_mm2 0.00152 \
    yosys-top-cells-count "mux2_4, buf_12, mux2_2, buf_6" \
    drc 0 \
    seq_area_um2 0 \
    cp.required_ps 800 \
    timing.final.crit_share 1.17 \
    postRouteAntennaNets 0 \
    violations "setup timing" \
    dr.pass1.iters 2 \
    drv_cap 0 \
    area_leaders "mux2_4, buf_12, mux2_2" \
    yosys_cells 36 \
    endpoint_kind "output port" \
    rsz0062_at_grt "true" \
    hold_start "A[17]" \
    grt_max_degree 11 \
    warnings 34 \
    cp.arrival_ps 970 \
    drt_iter0_drc 2 \
    hold_viol_final 0 \
    cp_slowest_cell "clkdlybuf4s50_1" \
    nFillCells 342 \
    die_area_mm2 0.00640 \
    p_leak_nw 0.902 \
    setup_violations 32 \
    grt_pass1_vias 721 \
    p_per_area_mw_per_mm2 393 \
    path_class "in -> out" \
    fmax_mhz 854 \
    grt_usage 0.0767 \
    hold_depth 3 \
    vdd_drop_max_v 0.000171 \
    fin_area_mm2 0.00162 \
    portBuffers 97 \
    hp-class "in -> out" \
    initCoreUtil 0.159 \
    status "complete, but fails checks" \
    tightest_slew_ps 112 \
    relSlewSlack 0.925 \
    seq_cell_count 0 \
    top_level_ports 97 \
    path_cells "clkdlybuf4s50_1 > mux2_4 > buf_6" \
    netlist_area_um2 544 \
    area_delta_synth_final_pct 198 \
    synth_seq_share 0 \
    drv_slew 0 \
    syn_avg_cell_area_um2 15.1 \
    die_h_um 80 \
    grt_antenna_before_repair 0 \
    die_w_um 80 \
    fin_ws_ps -171 \
    top_cell "mux2_4" \
    core_mm2 0.00342 \
    drive_above_1_share 0.540 \
]
[worst paths after layout]
check	end	slack [ps]
worst max-delay path	Y[24]	-170
worst min-delay path	Y[17]	690
[repair_timing]
item | CTS | global route
cloned | 1 | 0
endpoints found under the setup margin | 32 | 32
resized | 168 | 17
endpoints found under the hold margin | 0 | 0
setup buffers | 7 | 0
[per-stage QoR]
step	setup WS [ps]	utilization	setup TNS [ps]	total power [mW]
after global placement	-498	0.446	-15300	0.648
after global routing	-195	0.475	-4700	0.682
after detailed placement	-501	0.446	-15330	0.650
after CTS	-172	0.453	-4290	0.617
final	-171	0.475	-3910	0.637
after floorplan	66.9	-	0	0.206
[layer usage]
| layer | track usage | vias to the layer above | part of all wire |
|---|---|---|---|
| met5 | 0 | - | 0 |
| met4 | 0 | 0 | 0 |
| met3 | 0.0352 | 0 | 0.14 |
| met2 | 0.134 | 51 | 0.50 |
| met1 | 0.0883 | 306 | 0.36 |
| li1 | - | 344 | - |
[cells by family (layout without fill, tap and decap cells)]
| logic type | after synthesis | in the layout | share of synthesized area |
|---|---|---|---|
| buffers and inverters | 4 | 107 | 0.131 |
| muxes | 32 | 32 | 0.869 |
[area by class of cell]
type | count | area, µm² | area share
tap | 46 | 57.6 | 0.0355
timing repair buffer | 107 | 1080 | 0.668
multi-input combinational | 32 | 480 | 0.296
[cell usage in the layout (no fill, tap or decap)]
cell type / n
buf_16: 1
buf_12: 5
clkdlybuf4s50_1: 11
buf_2: 11
mux2_4: 32
buf_6: 22
dlygate4sd2_1: 46
dlymetal6s2s_1: 7
buf_4: 1
buf_8: 3
[worst max-delay path, delay by kind of cell]
kind | cells | cell delay [ps]
buf+inv | 2 | 500
mux | 1 | 270
[report_power, final]
group,switching [mW],internal [mW]
sequential,0,0
clock,0,0
combinational,0.135,0.502
total,0.135,0.502
No activity file was given, so power comes from the tool's default toggle rates.
